[flow/design.v]
module Data_Memory
(
    clk_i,
    addr_d,
    write_data,
    read_data,
    mem_read,
    mem_write
);
input clk_i;
input [31:0] addr_d;
input [31:0] write_data;
output [31:0] read_data;
input mem_read, mem_write;
reg [31:0] data;
reg [7:0] memory  [31:0];
assign read_data = data;
always@(posedge clk_i) begin
    if(mem_write==1) begin
        memory[addr_d] <= write_data[7:0];
        memory[addr_d+1] <= write_data[15:8];
        memory[addr_d+2] <= write_data[23:16];
        memory[addr_d+3] <= write_data[31:24];
    end
end
always@(addr_d or mem_read ) begin
    if(mem_read==1) begin
        data[7:0] = memory[addr_d];
        data[15:8] = memory[addr_d+1];
        data[23:16] = memory[addr_d+2];
        data[31:24] = memory[addr_d+3];
    end    
end
endmodule
[flow/run.sh]
#!/bin/bash
# OpenROAD 26Q1-2900-gdf79404cd8, Yosys 0.63+post, stock flow scripts
make -C /OpenROAD-flow-scripts/flow DESIGN_CONFIG=/design/flow/config.mk WORK_HOME=/design/flow/orfs finish
[flow/config.mk]
export PLATFORM = sky130hd
export DESIGN_NAME = Data_Memory
export DESIGN_NICKNAME = Data_Memory
export VERILOG_FILES = /design/flow/design.v
export SDC_FILE = /design/flow/constraint.sdc
export NUM_CORES = 4
export LEC_CHECK = 1
export CORE_UTILIZATION = 30
[flow/constraint.sdc]
current_design Data_Memory

set clk_period 8.3
set clk_io_pct 0.2

create_clock -name clk0 -period $clk_period [get_ports {clk_i}]

set non_clock_inputs [all_inputs -no_clocks]
set_input_delay [expr $clk_period * $clk_io_pct] -clock clk0 $non_clock_inputs
set_output_delay [expr $clk_period * $clk_io_pct] -clock clk0 [all_outputs]
==> run summary <==
yosys + openroad results -> Post-synth EDFFs 256, Crit. Startpoint addr_d[0], # setup viols final 0, final instance area 28500 um^2, HPWL Detailed 86.5 mm, Slew HR 21.3%, VDD IR max 0.173 mV, status completed, required time of the critical path 8570 ps, HP Class in2reg, actual slew at the worst max-slew pin ~1100 ps, layout cell share with drive strength beyond 1 23.7%, Unique cell types 83, Post-Syn Instances approximately 2500, clock power share 33.5%, Setup TNS Final 0 ps, post-DR wirelength/cell 36.1 um, area growth from synthesis to layout 10.3%, final hold violation count 0, Die ar. 87200 um^2, Met1 Wirelength 40.1 mm, area post-placement 27400 um^2, leak pwr approximately 9 nW, vias in the first global route 23300, Switch Pwr 1.55 mW, MaxCap Viol Count 0, H-Tree Depth 1, ys cells around 2500, total CTS buffers 30, CP arrival 6370 ps, Cell area leaders edfxtp_1 30%, mux4_2 20%, mux2i_1 5.9%, initial antenna violation count 16, post-cts sizing count 0, clk root buf clkbuf_16, CTS Buffer Depth 3, area share, top type 29.8%, unrepaired setup endpoints after global routing no, metal2 WL 53.0 mm, count of unclocked register or latch pins 32, highest routed layer met5, Async SR Flop Fraction 0%, Registers, synthesis 288, leading area contributor after synthesis edfxtp_1, Fmax 164 MHz, post-route ant nets 0, Post-CTS Setup Repair Bufs 0, Final min period just over 6000 ps, wirelength, routed 130 mm, Chip Width 295 um, drt via density 6.80, Yosys warnings 1, router iterations before antenna repair 12, syn_area_per_cell 10.2 um^2, # port buffers 71, combinational share of power approximately 30%, synthesized area roughly 26000 um^2, metal3 WL 25.4 mm, cts hold-fix bufs 0, Reg clk slew, reported paths 60 ps, CTS tree done, Worst Setup End Kind flop, Slew Viols, Final 0, sw frac between 30 and 40%, Critical Path Fanout Max 62, Crit Path Category in2reg, total design power 4.47 mW, core area 85100 um^2, floorplan core density between 30 and 40%, # DRC 0, tool warnings approximately 58, Boundary Pins around 99, Reg power frac 36.9%, Yosys top cell by instances nand2_1, Startpoint Class primary input, Detailed Route Iter0 Violations 3501, Hold EP memory[2][3], top_reg_cell synth edfxtp_1, GRT overflow 0, first-pass GRT wire length 179 mm, crit share post-route about three quarters, Yosys chip area 25800 um^2, endpoints left unconstrained 64, Hold Worst Slack approximately 1800 ps, Internal Pwr Total approximately 2.9 mW, Core Rows 107, Tot GR Track Use 30.9%, Vias 24500, pwr dens around 160 nW/um^2, Die H 295 um, HP Start write_data[19], hold depth 3, synth cell count leaders 377 x nand2_1, 256 x edfxtp_1, 229 x mux4_2, routability cong. 1.15, largest net degree at the start of global routing roughly 63
-- flip-flops by register name, summed over array words and instances (netlist names) --
name,cells
memory,256
data,32
-- worst max path at each step --
stage | cells after the start | slack, ps | to
4_1_cts | 8 | 2600 | memory[29][7]
5_1_grt | 8 | 2170 | memory[29][7]
6_report | 8 | 2210 | memory[29][7]
-- final cells by class --
cell class	instances	area, um^2
fill	8526	56700
inverter	6	22.5
tap	1144	1430
antenna	6	15.0
sequential	288	8170
clock buffer	34	787
multi-input combinational	1938	16300
clock inverter	21	290
timing repair buffer	175	1420
-- layer usage --
layer / global-route usage (%) / up-vias
met4: 18.8 / 33
met5: 5.93 / -
met2: 42.4 / 2282
li1: - / 9839
met3: 24.2 / 664
met1: 32.5 / 11700
-- cells in the final DEF, fill, tap and decap left out, types with 10 or more instances in the layout --
master,instances
and2_1,13
mux2_2,111
nor3_1,22
nor2_1,210
buf_4,104
o21ai_1,27
o22ai_1,67
a211oi_1,10
or3_1,11
nand2_1,377
nor2_2,11
clkdlybuf4s50_1,53
a22o_1,10
mux2i_1,152
dlxtp_1,32
and3_1,74
o31ai_1,65
mux4_2,229
a21oi_1,35
a221o_1,12
clkbuf_16,31
a32oi_1,11
a221oi_2,11
nand4_1,10
o21ai_0,108
buf_2,16
a22oi_1,52
a221oi_1,125
edfxtp_1,256
nand3_1,60
-- through the flow --
step	utilization, %	cells	worst slack [ps]
after global placement	32.1	3551	2030
after detailed placement	32.1	3551	1960
after floorplan	-	2519	3320
final	33.4	3612	2210
after CTS	33.4	3606	2600
after global routing	33.4	3610	2170
-- worst max-delay path: stages --
cell,delay (ps)
buf_8,440
clkinv_1,880
ha_1,640
xnor2_4,570
buf_4,460
nand3_1,370
nor2_1,830
or3_1,450
-- kinds of logic after synthesis --
kind of cell               Yosys count  synth area share, %
AOI/OAI and AO/OA                  590                 16.7
xor gates and xnor gates            10                0.558
adders and majority gates            8                0.388
buffers and inverters              293                 5.23
DFF                                256                 29.8
latches                             32                 1.86
muxes                              492                 30.7
and+or+nand+nor                    838                 14.7
-- power groups by stage --
stage	sequential, mW	clock, mW	combinational [mW]
after CTS	1.64	1.49	1.24
after global routing	1.65	1.53	1.34
final	1.65	1.50	1.33
Power is estimated from default activity; no workload was simulated.
