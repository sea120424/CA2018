**design.v**
```verilog
module dcache_data_sram
(
	clk_i,
	addr_i,
	data_i,
	enable_i,
	write_i,
	data_o
);
input				  clk_i;
input	[4:0]		addr_i;
input	[255:0]	data_i;
input				  enable_i;
input				  write_i;
output	[255:0] 	data_o;
reg		[255:0]		memory 			[0:31];	
always@(posedge clk_i) begin
    if(enable_i && write_i) begin
		memory[addr_i]   <= data_i;
	end
end
assign 	data_o = (enable_i) ? memory[addr_i] : 256'b0;
endmodule
module dcache_tag_sram
(
	clk_i,
	addr_i,
	data_i,
	enable_i,
	write_i,
	data_o
);
input				  clk_i;
input	[4:0]		addr_i;
input	[23:0]	data_i;
input				  enable_i;
input				  write_i;
output	[23:0] 		data_o;
reg		[23:0]		memory 			[0:31];	
always@(posedge clk_i) begin
    if(enable_i && write_i) begin
		memory[addr_i]   <= data_i;
	end
end
assign 	data_o = (enable_i) ? memory[addr_i] : 24'b0;
endmodule
module dcache_top
(
	clk_i, 
	rst_i,
	mem_data_i, 
	mem_ack_i, 	
	mem_data_o, 
	mem_addr_o, 	
	mem_enable_o, 
	mem_write_o, 
	p1_data_i, 
	p1_addr_i, 	
	p1_MemRead_i, 
	p1_MemWrite_i, 
	p1_data_o, 
	p1_stall_o
);
input				clk_i; 
input				rst_i;
input	[256-1:0]	  mem_data_i; 
input				      mem_ack_i; 
output	[256-1:0]	mem_data_o; 
output	[32-1:0]	mem_addr_o; 	
output				    mem_enable_o; 
output				    mem_write_o; 
input	[32-1:0]	p1_data_i; 
input	[32-1:0]	p1_addr_i; 	
input				    p1_MemRead_i; 
input				    p1_MemWrite_i; 
output	[32-1:0]p1_data_o; 
output				  p1_stall_o; 
wire	[4:0]		  cache_sram_index;
wire				    cache_sram_enable;
wire	[23:0]		cache_sram_tag;
wire	[255:0]		cache_sram_data;
wire				    cache_sram_write;
wire	[23:0]		sram_cache_tag;
wire	[255:0]		sram_cache_data;
wire				sram_valid;
wire				sram_dirty;
parameter 			STATE_IDLE			  = 3'h0,
					      STATE_READMISS		= 3'h1,
					      STATE_READMISSOK	= 3'h2,
					      STATE_WRITEBACK		= 3'h3,
					      STATE_MISS			  = 3'h4;
reg		[2:0]		state;
reg					  mem_enable;
reg					  mem_write;
reg					  cache_we;
wire				  cache_dirty;
reg					  write_back;
wire	[4:0]		  p1_offset;
wire	[4:0]		  p1_index;
wire	[21:0]		p1_tag;
wire	[255:0]		r_hit_data;
wire	[21:0]		sram_tag;
wire				    hit;
reg		[255:0]		w_hit_data;
wire				    write_hit;
wire				    p1_req;
reg		[31:0]		p1_data;
assign 	p1_req     = p1_MemRead_i | p1_MemWrite_i;
assign	p1_offset  = p1_addr_i[4:0];
assign	p1_index   = p1_addr_i[9:5];
assign	p1_tag     = p1_addr_i[31:10];
assign	p1_stall_o = ~hit & p1_req;
assign	p1_data_o  = p1_data; 
assign	sram_valid = sram_cache_tag[23];
assign	sram_dirty = sram_cache_tag[22];
assign	sram_tag   = sram_cache_tag[21:0];
assign	cache_sram_index  = p1_index;
assign	cache_sram_enable = p1_req;
assign	cache_sram_write  = cache_we | write_hit;
assign	cache_sram_tag    = {1'b1, cache_dirty, p1_tag};	
assign	cache_sram_data   = (hit) ? w_hit_data : mem_data_i;
assign	mem_enable_o = mem_enable;
assign	mem_addr_o   = (write_back) ? {sram_tag, p1_index, 5'b0} : {p1_tag, p1_index, 5'b0};
assign	mem_data_o   = sram_cache_data;
assign	mem_write_o  = mem_write;
assign	write_hit    = hit & p1_MemWrite_i;
assign	cache_dirty  = write_hit;
assign hit = (p1_tag == sram_tag) ? sram_valid : 1'b0;
assign r_hit_data = (hit)? sram_cache_data : mem_data_i;
always@(p1_offset or r_hit_data) begin
	if(~hit) begin
		p1_data = 32'b0;
	end
	else begin
	case (p1_offset)
		5'b00000: begin
			p1_data = r_hit_data[31:0];
		end
		5'b00100: begin
			p1_data = r_hit_data[63:32];
		end
		5'b01000: begin
			p1_data = r_hit_data[95:64];
		end
		5'b01100: begin
			p1_data = r_hit_data[127:96];
		end
		5'b10000: begin
			p1_data = r_hit_data[159:128];
		end
		5'b10100: begin
			p1_data = r_hit_data[191:160];
		end
		5'b11000: begin
			p1_data = r_hit_data[223:192];
		end
		5'b11100: begin
			p1_data = r_hit_data[255:224];
		end
	endcase
	end
end
always@(p1_offset or r_hit_data or p1_data_i) begin
	w_hit_data = r_hit_data;
	case (p1_offset)
		5'b00000: begin
			w_hit_data[31:0] = p1_data_i;
		end
		5'b00100: begin
			w_hit_data[63:32] = p1_data_i;
		end
		5'b01000: begin
			w_hit_data[95:64] = p1_data_i;
		end
		5'b01100: begin
			w_hit_data[127:96] = p1_data_i;
		end
		5'b10000: begin
			w_hit_data[159:128] = p1_data_i;
		end
		5'b10100: begin
			w_hit_data[191:160] = p1_data_i;
		end
		5'b11000: begin
			w_hit_data[223:192] = p1_data_i;
		end
		5'b11100: begin
			w_hit_data[255:224] = p1_data_i;
		end
	endcase
end
always@(posedge clk_i or negedge rst_i) begin
	if(~rst_i) begin
		state      <= STATE_IDLE;
		mem_enable <= 1'b0;
		mem_write  <= 1'b0;
		cache_we   <= 1'b0; 
		write_back <= 1'b0;
	end
	else begin
		case(state)		
			STATE_IDLE: begin
				if(p1_req && !hit) begin	 
					state <= STATE_MISS;
				end
				else begin
					state <= STATE_IDLE;
				end
			end
			STATE_MISS: begin
				mem_enable <= 1'b1;
				if(sram_dirty) begin		 
	                mem_write <= 1'b1;
	                write_back <= 1'b1;
					state <= STATE_WRITEBACK;
				end
				else begin					 
	                mem_write  <= 1'b0;
	                write_back <= 1'b0;
					state <= STATE_READMISS;
				end
			end
			STATE_READMISS: begin
				if(mem_ack_i) begin			 
	                mem_enable <= 1'b0;
	                cache_we <= 1'b1;
					state <= STATE_READMISSOK;
				end
				else begin
					state <= STATE_READMISS;
				end
			end
			STATE_READMISSOK: begin			 
	            cache_we <= 1'b0;
				state <= STATE_IDLE;
			end
			STATE_WRITEBACK: begin
				if(mem_ack_i) begin			 
					mem_write <= 1'b0;
					write_back <= 1'b0;
					state <= STATE_READMISS;
				end
				else begin
					state <= STATE_WRITEBACK;
				end
			end
		endcase
	end
end
dcache_tag_sram dcache_tag_sram
(
	.clk_i(clk_i),
	.addr_i(cache_sram_index),
	.data_i(cache_sram_tag),
	.enable_i(cache_sram_enable),
	.write_i(cache_sram_write),
	.data_o(sram_cache_tag)
);
dcache_data_sram dcache_data_sram
(
	.clk_i(clk_i),
	.addr_i(cache_sram_index),
	.data_i(cache_sram_data),
	.enable_i(cache_sram_enable),
	.write_i(cache_sram_write),
	.data_o(sram_cache_data)
);
endmodule
```
**run.sh**
```bash
#!/bin/bash
# OpenROAD 26Q1-2900-gdf79404cd8, Yosys 0.63+post, stock flow scripts
make -C /OpenROAD-flow-scripts/flow DESIGN_CONFIG=/design/flow/config.mk WORK_HOME=/design/flow/orfs finish
```
**config.mk**
```make
export PLATFORM = sky130hd
export DESIGN_NAME = dcache_top
export DESIGN_NICKNAME = dcache_top
export VERILOG_FILES = /design/flow/design.v
export SDC_FILE = /design/flow/constraint.sdc
export NUM_CORES = 4
export LEC_CHECK = 1
export CORE_UTILIZATION = 40
export SYNTH_MEMORY_MAX_BITS = 65536
```
**constraint.sdc**
```tcl
current_design dcache_top

set clk_period 247.1
set clk_io_pct 0.2

create_clock -name clk0 -period $clk_period [get_ports {clk_i}]

set non_clock_inputs [all_inputs -no_clocks]
set_input_delay [expr $clk_period * $clk_io_pct] -clock clk0 $non_clock_inputs
set_output_delay [expr $clk_period * $clk_io_pct] -clock clk0 [all_outputs]
```
==> Changelog: implementation <==
### Physical design

* Seq pwr share at a little over half
* Largest net degree at the start of global routing at between 80 and 90
* Cell area after synthesis at 343000 um^2
* Total congestion overflow at 0
* First-pass GRT wire length at 1590000 um
* Row cnt at about 340
* Reg-to-reg critical path startpoint: dcache_tag_sram.memory[3][14]
* Yosys Instances at around 15000
* Slew @ Worst Pin at 1600 ps
* Die ar. at 862000 um^2
* RD Place Congestion at 0.905
* Clock Tree Buf Depth at 4
* Slew Viols, Final at 4
* CTS tree: yes
* Worst setup EP type: output port
* Number of I/O port buffers at 642
* Setup TNS at 0 ps
* Power Internal at approximately 2.5 mW
* Cell accounting for the most synthesized area: edfxtp_1
* Hold crit path type: reg2reg
* Post-synth EDFFs at between 8000 and 9000
* Leak pwr at approximately 120 nW
* Gr busiest metal: met2
* Clock Skew at 117 ps
* Register bit total from synthesis at 8968
* Late-Pin Clk Latency at between 1000 and 1500 ps
* Combinational gate area at 71500 um^2
* Dominant logic cell type in the layout: edfxtp_1
* Setup ws final at 140500 ps
* DR vias at 173000
* Worst r2r dst: dcache_data_sram.memory[22][241]
* Asr flop ratio synth at 0.0892%
* Drt total wl at about 1200000 um
* DRC errors left at 0
* Cell Count, Final, Fillers Out at 28600
* Clock transition at the registers of the reported paths at 60 ps
* Worst slew margin at -7.36%
* Worst setup SP type: input pin
* GR Util met3 at 29.2%
* Logic pwr share at 7.4%
* Core ar. at 853000 um^2
* Average vias per placed instance at between 6 and 7
* CP Max Fanout at 84
* DR WL/cell at 41.4 um
* Most common reg cell: edfxtp_1
* M1 GR Usage at 30.2%
* Worst VDD drop at 8.09 uV
* Placed Instances at 26800
* P&R area growth vs syn at 15.7%
* Worst R2R Path Depth at 15
* Fin crit period at between 100000 and 150000 ps
* Critical path class: in2out
* I/O pins at 648
* Final Cycle Share at 43.1%
* Synth cell types at 55
* Worst Setup SP: p1_addr_i[6]
* Cells after synthesis at 14600
* Die Span Y at 928 um
* Initial antenna violation count at 141
* Tool warnings at 27
* Status: finished with violations
* Post-CTS sizing at 0
* Power share of the clock group at 40.1%
* RSZ-0062 raised after global routing: false
* Iteration-0 DRC Markers at 13200
* Fp_density at 40.2%
* Final HPWL DP at 707000 um
* Share of cells above drive strength 1 at 30.0%
* Fill cells at approximately 70000
* H-tree depth at 6
* Switching power at 0.736 mW
* Switching Share at 22.8%
* YS chip area at 343000 um^2
* Setup bufs post-CTS at 0
* Mean Syn Cell Area at around 24 um^2
* Register area at 269000 um^2
* Register pins left without a clock at 32
* WP data required at 197680 ps
* Final hold violation count at 0
* PwrDens at 8.12 nW/um^2
* Fmax at 9.38 MHz
* GRT Overall Usage at 30.2%
* Area leader share at 78.1%
* TritonRoute pass-1 iters at 6
* Die Wd at 928 um
* Most instantiated logic cells after routing: edfxtp_1, mux4_2, buf_4
* Clock buffer count from CTS at about 870
* Dpl ws at ~140000 ps
* Cts hold-fix bufs at 0
* R2R Setup Slk at 239650 ps
* Max-cap violation count at 1
* Root buffer cell: clkbuf_16
* Vias in the first global route at 188000
* Final setup violation count at 0
* Overall Power at around 3.2 mW
* Failing checks: antenna violations, max-capacitance violations, max-slew violations
* Synth area leaders: edfxtp_1, mux4_2, a22oi_1
* Number of unconstrained endpoints at 64
* Yosys warns at 3
* Worst Path Arrival at around 57000 ps
* Worst setup path end: mem_data_o[239]
* Final ANT Viol Nets at 2
* Global Route met2 Usage at 40.4%
-- worst max-delay path, stage by stage --
cell,delay (ps)
buf_16,340
buf_4,610
buf_4,670
buf_4,630
buf_4,610
buf_4,590
buf_4,630
buf_4,600
buf_4,680
mux4_2,420
a22o_1,250
a221oi_1,360
a31oi_1,260
buf_4,210
clkdlybuf4s50_1,400
-- synthesized netlist by cell type, types with 2 or more instances --
| cell | n |
|---|---|
| nor3_1 | 35 |
| and3_1 | 2 |
| a22oi_1 | 592 |
| buf_12 | 12 |
| dfrtp_1 | 7 |
| or3_1 | 2 |
| a22o_1 | 294 |
| a221oi_1 | 293 |
| a21oi_1 | 2 |
| mux4_2 | 2104 |
| nand4bb_1 | 5 |
| buf_2 | 272 |
| mux2_4 | 174 |
| a31oi_2 | 29 |
| nor4_1 | 6 |
| or2_2 | 2 |
| nand4_1 | 6 |
| buf_8 | 9 |
| o22ai_1 | 129 |
| mux2_2 | 360 |
| or4b_2 | 4 |
| and2_1 | 2 |
| dlxtn_1 | 32 |
| a41oi_1 | 10 |
| nand2b_1 | 5 |
| buf_4 | 16 |
| xnor2_1 | 20 |
| nor3b_1 | 3 |
| clkbuf_1 | 483 |
| buf_6 | 9 |
| nor2_1 | 63 |
| mux2i_1 | 256 |
| inv_1 | 5 |
| a31oi_1 | 271 |
| o21ai_0 | 3 |
| and3b_1 | 2 |
| nand2_1 | 17 |
| nand4b_2 | 3 |
| edfxtp_1 | 8928 |
| buf_1 | 93 |
| xor2_1 | 2 |
-- routing by layer --
layer / share of wire (%) / vias to the layer above
li1: - / 67400
met1: 26 / 87200
met2: 44 / 15300
met3: 22 / 2508
met4: 7.2 / 129
met5: 0.53 / -
-- flip-flops by register name, indices dropped and copies added (netlist names) --
name / cells
p1_data: 32
dcache_data_sram.memory: 8192
cache_we: 1
mem_write: 1
dcache_tag_sram.memory: 736
mem_enable: 1
state: 5
-- area by class of cell --
class	count	area share [%]
diodes	239	0.151
clock buffers	1080	5.72
clock inverters	500	1.17
inverters	5	0.00473
multi-input cells	4713	18.0
flip-flops and latches	8968	67.7
well taps	11400	3.60
repair buffers	1653	3.66
-- worst min-delay path by stage --
stage	start	to	slack, ps	cells past startpoint
final	state[0]	state[0]	480	2
after global routing	state[0]	state[0]	480	2
after CTS	state[0]	state[0]	480	2
-- per-stage QoR --
| step | instance area (um^2) | hold WS (ps) | utilization (%) |
|---|---|---|---|
| 3_3_place_gp | 369000 | 461 | 43.3 |
| 2_1_floorplan | 343000 | 441 | - |
| 4_1_cts | 397000 | 478 | 46.5 |
| 3_5_place_dp | 369000 | 469 | 43.3 |
| 5_1_grt | 397000 | 481 | 46.5 |
| 6_report | 397000 | 477 | 46.5 |
-- power by group through the flow --
stage,Combinational [mW],Sequential (mW),Clock [mW]
CTS,0.235,1.69,1.30
global route,0.247,1.70,1.36
finish,0.237,1.69,1.29
-- kinds of logic after synthesis --
family,count (synthesis),synth area share [%]
AND-OR/OR-AND,1629,3.68
XOR/XNOR,22,0.0561
buffers and inverters,899,1.21
flip-flops,8936,78.2
latches,32,0.140
multiplexers,2894,16.5
other,1,0.00109
AND/OR/NAND/NOR,163,0.255
Power is estimated from default activity; no workload was simulated.
