<file path="flow/constraint.sdc">
current_design Registers

set clk_period 9.1
set clk_io_pct 0.2

create_clock -name clk0 -period $clk_period

set non_clock_inputs [all_inputs -no_clocks]
set_input_delay [expr $clk_period * $clk_io_pct] -clock clk0 $non_clock_inputs
set_output_delay [expr $clk_period * $clk_io_pct] -clock clk0 [all_outputs]
</file>
<file path="flow/config.mk">
export PLATFORM = sky130hd
export DESIGN_NAME = Registers
export DESIGN_NICKNAME = Registers
export VERILOG_FILES = /design/flow/design.v
export SDC_FILE = /design/flow/constraint.sdc
export NUM_CORES = 4
export LEC_CHECK = 1
export CORE_UTILIZATION = 40
</file>
<file path="flow/run.sh">
#!/bin/bash
# OpenROAD 26Q1-2900-gdf79404cd8, Yosys 0.63+post, stock flow scripts
make -C /OpenROAD-flow-scripts/flow DESIGN_CONFIG=/design/flow/config.mk WORK_HOME=/design/flow/orfs finish
</file>
<file path="flow/design.v">
module Registers
(
    clk_i,
    RSaddr_i,
    RTaddr_i,
    RDaddr_i, 
    RDdata_i,
    RegWrite_i, 
    RSdata_o, 
    RTdata_o 
);
input               clk_i;
input   [4:0]       RSaddr_i;
input   [4:0]       RTaddr_i;
input   [4:0]       RDaddr_i;
input   [31:0]      RDdata_i;
input               RegWrite_i;
output  [31:0]      RSdata_o; 
output  [31:0]      RTdata_o;
reg     [31:0]      register        [0:31];
assign  RSdata_o = register[RSaddr_i];
assign  RTdata_o = register[RTaddr_i];
always@(*) begin
    if(RegWrite_i)
        register[RDaddr_i] <= RDdata_i;
end
endmodule 
</file>
==> report_table.html <==
<p>Metrics extracted from the flow reports.</p>
<table>
<tr><th>Metric</th><th>Value</th></tr>
<tr><th colspan="2">Outcome</th></tr>
<tr><td>Status</td><td>completed</td></tr>
<tr><th colspan="2">GRT</th></tr>
<tr><td>First-pass GRT wire length</td><td>279000 um</td></tr>
<tr><td>Number of global-route vias before repair</td><td>32400</td></tr>
<tr><td>Met1 Use GR</td><td>about two thirds</td></tr>
<tr><td>Met3 track demand over resource</td><td>42.5%</td></tr>
<tr><td>Pin count of the biggest net entering global routing</td><td>37</td></tr>
<tr><td>Overflow left after global routing</td><td>0</td></tr>
<tr><td>Met2 demand-to-capacity share in global routing</td><td>73.9%</td></tr>
<tr><td>Tot GR Track Use</td><td>58.3%</td></tr>
<tr><td>Busiest layer in global routing</td><td>met2</td></tr>
<tr><td>Initial antenna violation count</td><td>23</td></tr>
<tr><th colspan="2">Drt</th></tr>
<tr><td>First-pass iteration count of the detailed router</td><td>10</td></tr>
<tr><td>Average vias per placed instance</td><td>8.02</td></tr>
<tr><td>WL/cell</td><td>50.1 um</td></tr>
<tr><td>Vias post-DR</td><td>between 30000 and 40000</td></tr>
<tr><td>Violation tally from detailed-route iteration zero</td><td>5102</td></tr>
<tr><td>Post-detailed-route DRC marker count</td><td>0</td></tr>
<tr><td>Antenna Violating Nets Remaining</td><td>0</td></tr>
<tr><td>Total routed wirelength</td><td>roughly 210000 um</td></tr>
<tr><th colspan="2">Worst setup path</th></tr>
<tr><td>Classification of the worst setup path</td><td>in2out</td></tr>
<tr><td>CP max FO</td><td>36</td></tr>
<tr><td>Startpoint type of the worst setup path</td><td>input pin</td></tr>
<tr><td>WP data required</td><td>7.28 ns</td></tr>
<tr><td>Setup crit end kind</td><td>output port</td></tr>
<tr><td>Signal arrival time at the worst endpoint</td><td>roughly 6.3 ns</td></tr>
<tr><th colspan="2">Power</th></tr>
<tr><td>Net switching power</td><td>696 uW</td></tr>
<tr><td>Net switching fraction of the power</td><td>53.2%</td></tr>
<tr><td>Cell-internal power</td><td>613 uW</td></tr>
<tr><td>IR drop worst, VDD</td><td>0.0235 mV</td></tr>
<tr><td>Power density of the placed cells</td><td>40.0 nW/um2</td></tr>
<tr><td>Post-layout power</td><td>~1300 uW</td></tr>
<tr><td>Leakage dissipation</td><td>0.0139 uW</td></tr>
<tr><th colspan="2">Die</th></tr>
<tr><td>Area inside the core boundary</td><td>between 70000 and 80000 um2</td></tr>
<tr><td>Fp util</td><td>40.6%</td></tr>
<tr><td>Total number of placement rows</td><td>~98</td></tr>
<tr><td>Die width</td><td>between 200 and 300 um</td></tr>
<tr><td>Die footprint</td><td>74000 um2</td></tr>
<tr><td>Die H</td><td>272 um</td></tr>
<tr><td>Top-Level Pins</td><td>113</td></tr>
<tr><th colspan="2">STA</th></tr>
<tr><td>Number of register pins that no clock reaches</td><td>1024</td></tr>
<tr><td>Post-route setup slack</td><td>1.02 ns</td></tr>
<tr><td>Post-layout min period</td><td>8.08 ns</td></tr>
<tr><td>Slew Limit Fails</td><td>0</td></tr>
<tr><td>Fraction of the cycle the final worst path needs</td><td>about nine tenths</td></tr>
<tr><td>RSZ-0062 raised after global routing</td><td>no</td></tr>
<tr><td>F_max</td><td>124 MHz</td></tr>
<tr><td>Max-slew headroom</td><td>15.0%</td></tr>
<tr><td>Number of hold-slack violations in the final timing report</td><td>0</td></tr>
<tr><td>Slew of the pin with the lowest slew margin</td><td>between 1 and 1.5 ns</td></tr>
<tr><td>Final-layout setup total negative slack</td><td>0 ns</td></tr>
<tr><td>Endpoints left unconstrained</td><td>between 1000 and 1500</td></tr>
<tr><td>Final Setup Violations</td><td>0</td></tr>
<tr><th colspan="2">Logic synthesis</th></tr>
<tr><td>Mux share of post-synthesis cell area</td><td>roughly 2.8%</td></tr>
<tr><td>Gate count after technology mapping</td><td>approximately 3100</td></tr>
<tr><td>Synthesis Warnings</td><td>2</td></tr>
<tr><td>Post-synthesis cell count from yosys</td><td>3139</td></tr>
<tr><td>Synth Area in Compound Gates</td><td>~28%</td></tr>
<tr><td>Asr flop ratio synth</td><td>0%</td></tr>
<tr><td>Synth cell types</td><td>65</td></tr>
<tr><td>Number of enable-type register cells in the synthesized netlist</td><td>0</td></tr>
<tr><td>Area of the mapped netlist</td><td>29200 um2</td></tr>
<tr><td>Area share of xor/xnor cells in the synthesized design</td><td>0%</td></tr>
<tr><td>Biggest combinational cell group after synthesis</td><td>AND-OR/OR-AND gates</td></tr>
<tr><td>Simple-gate area share of the yosys netlist</td><td>12.9%</td></tr>
<tr><td>Flip-flop and latch count after synthesis</td><td>1024</td></tr>
<tr><td>Arithmetic-cell share of the synthesized area counting full adders, half adders and majority gates</td><td>0%</td></tr>
<tr><td>Dominant register cell</td><td>dlxtn_1</td></tr>
<tr><td>Chip area in the Yosys report</td><td>29200 um2</td></tr>
<tr><td>Synthesized area per cell</td><td>9.29 um2</td></tr>
<tr><th colspan="2">Place</th></tr>
<tr><td>Input/output buffers</td><td>112</td></tr>
<tr><td>Final GP Congestion</td><td>1.11</td></tr>
<tr><td>Number of instances in the placed design</td><td>between 4000 and 5000</td></tr>
<tr><td>Post-placement setup slack</td><td>1.36 ns</td></tr>
<tr><td>Final HPWL from detailed placement</td><td>129000 um</td></tr>
<tr><th colspan="2">Flow run</th></tr>
<tr><td>Max capacitance violation total</td><td>0</td></tr>
<tr><td>Number of warnings in the stage logs</td><td>34</td></tr>
<tr><th colspan="2">Layout</th></tr>
<tr><td>Fraction of layout cells with a size suffix above 1</td><td>11.2%</td></tr>
<tr><td>Number of flip-flops under the largest register name</td><td>1024</td></tr>
<tr><td>Register cell area after layout</td><td>about 15000 um2</td></tr>
<tr><td>Largest register by flop count</td><td>register</td></tr>
<tr><td>Most frequent logic cell in the layout</td><td>dlxtn_1</td></tr>
<tr><td>Syn-to-layout area delta</td><td>12.1%</td></tr>
<tr><td>Final design utilization</td><td>45.5%</td></tr>
<tr><td>Registers with the most flip-flops</td><td>register: 1024 flops</td></tr>
<tr><td>Most common logic cells in the final layout</td><td>1024 x dlxtn_1, 670 x a22oi_1, 217 x buf_4</td></tr>
<tr><td>Count of non-filler cells in the finished layout</td><td>4233</td></tr>
<tr><td>Fill cell count</td><td>6879</td></tr>
<tr><td>Total area of multi-input combinational cells</td><td>13100 um2</td></tr>
<tr><th colspan="2">Clocking</th></tr>
<tr><td>Post-CTS Hold Buffers</td><td>0</td></tr>
<tr><td>Setup bufs post-CTS</td><td>0</td></tr>
<tr><td>Cell resize tally after clock tree synthesis</td><td>0</td></tr>
<tr><th colspan="2">Worst hold path</th></tr>
<tr><td>Class of the most critical hold timing path</td><td>in2out</td></tr>
</table>
-- metrics by stage --
| step | area, um2 | hold slack [ns] |
|---|---|---|
| finish | 32700 | 4.66 |
| detailed placement | 32600 | 4.65 |
| global route | 32600 | 4.72 |
| global placement | 32600 | 4.66 |
| CTS | 32600 | 4.65 |
| floorplan | 29200 | 4.09 |
-- layout make-up --
class / instances / area share (%)
Multi-Input combinational cell: 1885 / 40.1
Sequential cell: 1024 / 47.0
Timing Repair Buffer: 340 / 8.98
Tap cell: 950 / 3.63
Inverter: 6 / 0.0689
Antenna cell: 28 / 0.214
-- layer usage --
layer  up-vias  share of wire (%)
li1      12400                  -
met2      4059                 37
met5         -               0.40
met4        38                 10
met1     16000                 33
met3      1501                 19
-- critical path: stages --
cell and delay [ns]:
buf_2 0.40, buf_4 0.61, nand3_1 0.78, nor2_4 0.89, buf_4 0.45, a22oi_1 0.16, nand4_1 0.12, nor2_1 0.05
a21oi_1 0.37, clkdlybuf4s50_1 0.56
-- Yosys cell counts, drive strengths merged, types with 25 or more instances --
cell / count / area share [%]
a21oi: 70 / 1.2
a221oi: 58 / 1.7
a22o: 73 / 2.2
a22oi: 670 / 17
and3: 25 / 0.54
buf: 167 / 3.0
clkbuf: 57 / 0.73
dlxtn: 1024 / 53
mux2i: 60 / 2.1
nand2: 194 / 2.5
nand3: 49 / 0.84
nand4: 108 / 2.3
nor2: 171 / 2.6
nor3: 66 / 1.1
o21ai: 29 / 0.50
-- final timing paths --
| check | slack, ns | end | depth (start not counted) | from |
|---|---|---|---|---|
| worst max-delay path | 1.02 | RTdata_o[4] | 10 | RTaddr_i[0] |
| worst min-delay path | 4.66 | RTdata_o[29] | 6 | RTaddr_i[1] |
-- cells by family (layout without fill, tap and decap cells) --
family | Yosys count | count (layout)
AND/OR/NAND/NOR | 737 | 737
multiplexers | 78 | 78
other | 0 | 28
buffers and inverters | 230 | 346
AND-OR/OR-AND | 1070 | 1070
latches | 1024 | 1024
Power figures rest on the tool's default switching activity, not on a simulated workload.
